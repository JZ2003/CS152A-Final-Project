File: /design/flow/design.v
`timescale 1ns / 1ps
module cathode_and_anode(fast_clk,dig1,dig2,dig3,dig4,cathode, anode);
    input fast_clk;  
    input [6:0] dig1;
    input [6:0] dig2;
    input [6:0] dig3;
    input [6:0] dig4;
    output [6:0] cathode;
    output [3:0] anode;
    reg [6:0] cathode_reg; 
    reg [3:0] anode_reg;
    reg [1:0] itr = 2'b00;
    always @(posedge fast_clk) begin  
        if(itr == 0) begin
            itr <= itr + 2'b1;
            anode_reg <= 4'b0111;
            cathode_reg <= dig1;
        end
        else if (itr == 1) begin
            itr <= itr + 2'b1;
            anode_reg <= 4'b1011;
                cathode_reg <= dig2;
        end
        else if (itr == 2) begin
            itr <= itr + 2'b1;
            anode_reg <= 4'b1101;
                cathode_reg <= dig3;
        end
        else if (itr == 3) begin
            itr <= 2'b00;
            anode_reg <= 4'b1110;
                cathode_reg <= dig4;
        end
    end
    assign cathode = cathode_reg;
    assign anode = anode_reg;
endmodule
`timescale 1ns / 1ps
module clocks(master_clk, RESET, fast_clk);
    input master_clk;
    input RESET;
    output wire fast_clk;
    reg [31:0] fast_clk_counter;
    reg curr_fast_clk;
    always @ (posedge master_clk or posedge RESET) begin
        if (RESET == 1'b1) begin
            curr_fast_clk <= 1'b0;
            fast_clk_counter <= 32'd0;
        end
        else if (fast_clk_counter == 32'd83333 - 32'd1) begin
            curr_fast_clk <= ~fast_clk;
            fast_clk_counter <= 32'd0;
        end
        else begin
            fast_clk_counter <= fast_clk_counter + 1;
            curr_fast_clk <= fast_clk;
        end
    end
    assign fast_clk = curr_fast_clk;
endmodule
module control(
    clk,
    RESET,
    PROCEED,
    CONFIRM,
    num_0_db,
    num_1_db,
    num_2_db,
    num_3_db,
    num_4_db,
    num_5_db,
    num_6_db,
    num_7_db,
    num_8_db,
    num_9_db,
    dig1,
    dig2,
    dig3,
    dig4
);
input clk;
input PROCEED;
input RESET;
input CONFIRM;
input num_0_db;
input num_1_db;
input num_2_db;
input num_3_db;
input num_4_db;
input num_5_db;
input num_6_db;
input num_7_db;
input num_8_db;
input num_9_db;
output wire [6:0] dig1;
output wire [6:0] dig2;
output wire [6:0] dig3;
output wire [6:0] dig4;
reg [6:0] dig1_reg;
reg [6:0] dig2_reg;
reg [6:0] dig3_reg;
reg [6:0] dig4_reg;
reg [3:0] lfsr_state = 4'b1101;
reg [3:0] secret_reg;
reg [3:0] guess; 
reg [2:0] numTry;
localparam IDLE = 2'b00;
localparam CONFIRM_PRESSED = 2'b01;
localparam FAIL = 2'b10;
localparam SUCCESS = 2'b11;        
reg [1:0] state;
always @ (posedge clk or posedge RESET) begin
    if (RESET) begin
        dig1_reg <= 7'b1111111;
        dig2_reg <= 7'b1111111;
        dig3_reg <= 7'b1111111;
        dig4_reg <= 7'b1111111;
        state <= IDLE;
        numTry <= 4;
        lfsr_state <= lfsr_state ^ (lfsr_state << 1) ^(lfsr_state << 3);
        secret_reg <= lfsr_state % 10;
        guess <= 12;  
    end
    else begin
        case (state)
            SUCCESS: 
                begin 
                    dig1_reg <= 7'b0010010;  
                    dig2_reg <= 7'b1000110;  
                    dig3_reg <= 7'b1111111;
                    case (numTry)
                            3:
                                dig4_reg <= 7'b0110000;
                            2:
                                dig4_reg <= 7'b0100100;
                            1:
                                dig4_reg <= 7'b1111001;
                            0:                
                                dig4_reg <= 7'b1000000;    
                    endcase
                end
            FAIL:
                begin
                    dig1_reg <= 7'b0000000;
                    dig2_reg <= 7'b0000000;
                    dig3_reg <= 7'b0000000;
                    dig4_reg <= 7'b0000000;
                 end
            IDLE:
                begin
                    if(CONFIRM && guess != 12) begin
                        numTry <= numTry - 1;
                        state <= CONFIRM_PRESSED;  
                    end
                    dig1_reg <= 7'b1111111;
                    dig2_reg <= 7'b1111111;
                    if (num_0_db == 1'b1) begin
                        dig4_reg <= 7'b1000000;
                        guess <= 0;
                    end
                    else if (num_1_db == 1'b1) begin 
                        dig4_reg <= 7'b1111001;
                        guess <= 1;
                    end 
                    else if (num_2_db == 1'b1) begin 
                        dig4_reg <= 7'b0100100;
                        guess <= 2;
                    end     
                    else if (num_3_db == 1'b1) begin 
                        dig4_reg <= 7'b0110000;
                        guess <= 3;
                    end 
                    else if (num_4_db == 1'b1) begin 
                        dig4_reg <= 7'b0011001;
                        guess <= 4;
                    end     
                    else if (num_5_db == 1'b1) begin 
                        dig4_reg <= 7'b0010010;
                        guess <= 5;
                    end     
                    else if (num_6_db == 1'b1) begin 
                        dig4_reg <= 7'b0000010;
                        guess <= 6;
                    end     
                    else if (num_7_db == 1'b1) begin 
                        dig4_reg <= 7'b1111000;
                        guess <= 7;
                    end 
                    else if (num_8_db == 1'b1) begin 
                        dig4_reg <= 7'b0000000;
                        guess <= 8;
                    end     
                    else if (num_9_db == 1'b1) begin 
                        dig4_reg <= 7'b0010000;
                        guess <= 9;
                    end 
                    else begin
                        dig4_reg <= 7'b1111111;
                        guess <= 12;
                    end 
                end
            CONFIRM_PRESSED:
                begin
                    if (guess == secret_reg) begin
                        state <= SUCCESS;  
                    end
                    else if (numTry == 0) begin
                        state <= FAIL;  
                    end
                    if(PROCEED) begin
                        state <= IDLE;  
                    end
                    else if (guess < secret_reg) begin 
                        dig1_reg <= 7'b1000111;  
                        dig2_reg <= 7'b1000000;  
                        dig3_reg <= 7'b1111111;
                        dig4_reg <= 7'b1111111;         
                    end
                    else if (guess > secret_reg) begin 
                        dig1_reg <= 7'b0001001;  
                        dig2_reg <= 7'b1111001;  
                        dig3_reg <= 7'b1111111;
                        dig4_reg <= 7'b1111111;         
                    end
                 end
             endcase
        end                
    end
assign dig1 = dig1_reg;
assign dig2 = dig2_reg;
assign dig3 = dig3_reg;
assign dig4 = dig4_reg;
endmodule
`timescale 1ns / 1ps
module debounce(in, master_clk, out);
    input in;  
    input master_clk;
    output out;  
    reg meta_sync0;  
    reg meta_sync1;
    reg debouncer;  
    reg [15:0] cnt = 16'd0;  
    always @ (posedge master_clk) begin
        meta_sync0 <= in;
    end
    always @ (posedge master_clk) begin
        meta_sync1 <= meta_sync0;
    end
    always @ (posedge master_clk) begin
        if (debouncer == meta_sync1) begin
            cnt <= 16'd0;
        end
        else begin
            cnt <= cnt + 1'b1;
            if (cnt == 16'hffff) begin
                    debouncer <= ~out;
            end
        end
    end
    assign out = debouncer;
endmodule
module game(clk,btnU,btnR,btnL,sw,an,seg);
    input clk;
    input btnR;
    input btnL;
    input btnU;
    input [9:0] sw;
    output [3:0] an;
    output [6:0] seg;
    wire debounced0;
    wire debounced1;
    wire debounced2;
    wire debounced3;
    wire debounced4;
    wire debounced5;
    wire debounced6;
    wire debounced7;
    wire debounced8;
    wire debounced9;
    wire debouncedRst;
    wire debouncedCfm;
    wire debouncedPcd;
    debounce debounce0(.in(sw[0]),.master_clk(clk),.out(debounced0));
    debounce debounce1(.in(sw[1]),.master_clk(clk),.out(debounced1));
    debounce debounce2(.in(sw[2]),.master_clk(clk),.out(debounced2));
    debounce debounce3(.in(sw[3]),.master_clk(clk),.out(debounced3));
    debounce debounce4(.in(sw[4]),.master_clk(clk),.out(debounced4));
    debounce debounce5(.in(sw[5]),.master_clk(clk),.out(debounced5));
    debounce debounce6(.in(sw[6]),.master_clk(clk),.out(debounced6));
    debounce debounce7(.in(sw[7]),.master_clk(clk),.out(debounced7));
    debounce debounce8(.in(sw[8]),.master_clk(clk),.out(debounced8));
    debounce debounce9(.in(sw[9]),.master_clk(clk),.out(debounced9));
    debounce debounceRst(.in(btnR),.master_clk(clk),.out(debouncedRst));
    debounce debounceCfm(.in(btnL),.master_clk(clk),.out(debouncedCfm));
    debounce debouncePcd(.in(btnU),.master_clk(clk),.out(debouncedPcd));
    wire fast_clk;
    clocks clk_div(.master_clk(clk),.RESET(debouncedRst),.fast_clk(fast_clk));
    wire [6:0] dig1;
    wire [6:0] dig2;
    wire [6:0] dig3;
    wire [6:0] dig4;
    control controlUnit(.clk(clk),.CONFIRM(debouncedCfm),.RESET(debouncedRst),.PROCEED(debouncedPcd),.num_0_db(debounced0),.num_1_db(debounced1),.num_2_db(debounced2),.num_3_db(debounced3),
    .num_4_db(debounced4),.num_5_db(debounced5),.num_6_db(debounced6),.num_7_db(debounced7),.num_8_db(debounced8),
    .num_9_db(debounced9),.dig1(dig1),.dig2(dig2),.dig3(dig3),.dig4(dig4));
    cathode_and_anode display(.fast_clk(fast_clk),.dig1(dig1),.dig2(dig2),.dig3(dig3),.dig4(dig4),.cathode(seg),.anode(an));
endmodule
File: /design/flow/run.sh
#!/bin/bash
# OpenROAD 26Q1-2900-gdf79404cd8, Yosys 0.63+post, stock flow scripts
make -C /OpenROAD-flow-scripts/flow DESIGN_CONFIG=/design/flow/config.mk WORK_HOME=/design/flow/orfs finish
File: /design/flow/config.mk
export PLATFORM = sky130hd
export DESIGN_NAME = game
export DESIGN_NICKNAME = game
export VERILOG_FILES = /design/flow/design.v
export SDC_FILE = /design/flow/constraint.sdc
export NUM_CORES = 4
export LEC_CHECK = 1
export CORE_UTILIZATION = 40
File: /design/flow/constraint.sdc
current_design game

set clk_period 1.7
set clk_io_pct 0.2

create_clock -name clk0 -period $clk_period [get_ports {clk}]

set non_clock_inputs [all_inputs -no_clocks]
set_input_delay [expr $clk_period * $clk_io_pct] -clock clk0 $non_clock_inputs
set_output_delay [expr $clk_period * $clk_io_pct] -clock clk0 [all_outputs]
==> impl_metrics.env <==
# flow metrics
export IMPL_worstPathArrival_ns=2.15
export IMPL_num_rows=66
export IMPL_core_util_floorplan_pct=40.88
export IMPL_yosysMostFrequentCell="sky130_fd_sc_hd__dfxtp_1"
export IMPL_clock_tree_htree_level_count=2
export IMPL_grt_first_pass_wirelength_um=40970
export IMPL_setup_repair_after_global_routing_missed_its_margin="true"
export IMPL_rr_endpoint="clk_div.fast_clk_counter[20]$_DFF_PP0_"
export IMPL_whs_ns=0.2816
export IMPL_setup_viols_final=2
export IMPL_post_synth_inst_count=1397
export IMPL_fin_skew_ns=0.008774
export IMPL_drtIter0Drc=453
export IMPL_min_path_type="primary input to flip-flop"
export IMPL_register_area_mm2=0.007015
export IMPL_post_dp_hpwl_um=15620
export IMPL_yosys_stat_chipArea_mm2=0.01340
export IMPL_clock_path_buffers=3
export IMPL_distinct_cells_synth=62
export IMPL_clock_root_buffer="sky130_fd_sc_hd__clkbuf_16"
export IMPL_worst_path_max_delay_cell="sky130_fd_sc_hd__or4_4"
export IMPL_drt_wirelength_per_cell_um=11.53
export IMPL_drc_errors=0
export IMPL_highest_clock_rate_ghz=0.5654
export IMPL_violations="setup timing"
export IMPL_synth_cells_most_frequent="sky130_fd_sc_hd__dfxtp_1, sky130_fd_sc_hd__nor2_1, sky130_fd_sc_hd__xor2_1, sky130_fd_sc_hd__nand2_1, sky130_fd_sc_hd__nand3_1"
export IMPL_pwr_density_cell_mw_per_mm2=921.8
export IMPL_postRouteWirelength_um=23350
export IMPL_setup_worst_path_class="flip-flop to flip-flop"
export IMPL_worstPathRequired_ns=2.08
export IMPL_critical_path_max_stage_delay_ns=0.48
export IMPL_fin_ws_ns=-0.06859
export IMPL_numCtsBuffers=34
export IMPL_max_cap_violations=0
export IMPL_yosys_top_cells_area="sky130_fd_sc_hd__dfxtp_1, sky130_fd_sc_hd__dfrtp_1, sky130_fd_sc_hd__xor2_1"
export IMPL_synth_yosys_num_cells=1397
export IMPL_grtUsageTotal_pct=14.70
export IMPL_die_size_x_um=185.1
export IMPL_r2r_worst_path_cells=5
export IMPL_placedInstanceArea_mm2=0.01498
export IMPL_worst_slew_pin_slew_ns=0.5100
export IMPL_cellLeakagePower_nw=6.420
export IMPL_vias_per_cell=4.789
export IMPL_drive_gt1_share_pct=15.92
export IMPL_grt_max_degree=60
export IMPL_detailroute_via_count=9697
export IMPL_design_core_area_mm2=0.03278
export IMPL_worst_flop_to_flop_path_startpoint="clk_div.fast_clk_counter[0]$_DFF_PP0_"
export IMPL_outcome="finished with violations"
export IMPL_routabilityCongestion=0.8621
export IMPL_registers_top_by_ff_count="clk_div.fast_clk_counter"
export IMPL_syn_area_mm2=0.01340
export IMPL_synth_edff_count=22
export IMPL_syn_avg_cell_area_um2=9.594
export IMPL_power_total_w=0.01517
export IMPL_globalRoute_totalOverflow=0
export IMPL_numSynthFlops=325
export IMPL_num_fill_cells=2900
export IMPL_unconstrained_endpoints=39
export IMPL_i_o_pin_total=25
export IMPL_reg2reg_setup_slack_ns=-0.07
export IMPL_clk_transition_reported_paths_ns=0.06
export IMPL_portBuffers=24
export IMPL_chip_area_mm2=0.03424
export IMPL_critical_path_cell_sequence="ha_2, inv_2, or4_4, and2b_2, mux2_4"
export IMPL_top_cell_area_share_pct=35.55
export IMPL_worstSkewPairLatency_ns=0.50
export IMPL_die_y_um=185.1
export IMPL_worst_setup_path_start_kind="flip-flop"
export IMPL_path_max_fanout=6
export IMPL_timing_final_max_slew_violations=0
export IMPL_worst_path_dominant_cell_family="simple AND/OR/NAND/NOR gates"
export IMPL_grt_antenna_before_repair=0
export IMPL_detailedRoute_firstPassIterationCount=5
export IMPL_antenna_cells=0
export IMPL_critical_path_endpoint="clk_div.fast_clk_counter[20]$_DFF_PP0_"
export IMPL_design_area_mm2=0.01646
export IMPL_timing_critical_path_to_type="flip-flop"
export IMPL_async_flop_share_pct=18.15
export IMPL_antenna_left=0
export IMPL_hold_viol_final=0
export IMPL_synth_top_cell_by_area="sky130_fd_sc_hd__dfxtp_1"
export IMPL_grt_pass1_vias=9018
export IMPL_period_minus_slack_ns=1.769
export IMPL_syn2layout_area_growth_pct=22.78
export IMPL_critical_path_depth=5
export IMPL_unclocked_pins=19
export IMPL_critical_path_buf_inv_count=1
export IMPL_yosys_warnings=10
export IMPL_multiInputGateArea_mm2=0.006289
export IMPL_slew_limit_headroom_pct=66.00
export IMPL_finalCritPeriodShare_pct=104.0
export IMPL_warnings=39
export IMPL_clock_tree_from_tritoncts="yes"
export IMPL_number_of_flip_flops_under_the_largest_register_name=32
export IMPL_vdd_ir_drop_max_mv=0.6612
export IMPL_yosys_most_used_dff="sky130_fd_sc_hd__dfxtp_1"
export IMPL_cp_startpoint="clk_div.fast_clk_counter[0]$_DFF_PP0_"
what timing repair did:
| item | in CTS | in global routing |
|---|---|---|
| hold buffers | 0 | 0 |
| endpoints found under the hold margin | 0 | 0 |
| gates cloned | 0 | 1 |
| endpoints found under the setup margin | 10 | 31 |
| gates resized | 9 | 34 |
| setup buffers | 2 | 13 |
| pin swaps | 1 | 14 |
placed cells by master (no fill, tap or decap), types with 27 or more instances in the layout:
master                      count
sky130_fd_sc_hd__clkbuf_16     39
sky130_fd_sc_hd__xnor2_1       84
sky130_fd_sc_hd__nor2_1       219
sky130_fd_sc_hd__nand4_1       47
sky130_fd_sc_hd__ha_1          27
sky130_fd_sc_hd__and3_1        27
sky130_fd_sc_hd__xor2_1       111
sky130_fd_sc_hd__o21ai_0       51
sky130_fd_sc_hd__inv_1         53
sky130_fd_sc_hd__buf_4        122
sky130_fd_sc_hd__a21oi_1       51
sky130_fd_sc_hd__or3_1         31
sky130_fd_sc_hd__nand3_1       86
sky130_fd_sc_hd__nand2_1       86
sky130_fd_sc_hd__dfxtp_1      238
sky130_fd_sc_hd__dfrtp_1       40
report_power, final:
part           switching, W  internal, W  leakage, nW
Combinational      0.000157     0.000157         2.93
Clock               0.00280      0.00462        0.564
Sequential        0.0000806      0.00735         2.93
Total               0.00304       0.0121         6.42
metal layers:
metal | GRT usage [%] | routed length (µm) | vias up
li1 | - | - | 5110
met1 | 22.80 | 12080 | 4455
met2 | 22.56 | 9929 | 96
met3 | 2.285 | 834 | 36
met4 | 2.909 | 505 | 0
met5 | 0 | 0 | -
worst min-delay path by stage:
| stage | startpoint | to | slack, ns | cells after the start |
|---|---|---|---|---|
| 6_report | sw[9] | debounce9.meta_sync0$_DFF_P_ | 0.28 | 1 |
| 5_1_grt | btnR | debounceRst.meta_sync0$_DFF_P_ | 0.27 | 1 |
| 4_1_cts | btnR | debounceRst.meta_sync0$_DFF_P_ | 0.26 | 1 |
area by class of cell:
type,count,area share (%)
Tap cell,442,3.361
Timing Repair Buffer,150,7.489
Clock inverter,9,0.7375
Multi-Input combinational cell,989,38.21
Sequential cell,325,42.63
Clock buffer,53,6.242
Inverter,57,1.323
kinds of logic (layout without fill, tap and decap cells):
| family | Yosys count | count (layout) | share of synthesized area, % |
|---|---|---|---|
| buffers and inverters | 83 | 269 | 2.399 |
| AND/OR/NAND/NOR | 615 | 615 | 22.96 |
| flip-flops | 319 | 319 | 51.67 |
| XOR/XNOR | 195 | 195 | 12.74 |
| latches | 6 | 6 | 0.6722 |
| multiplexers | 4 | 4 | 0.3174 |
| adder cells (fa/ha/maj) | 32 | 32 | 2.987 |
| AND-OR/OR-AND | 143 | 143 | 6.255 |
metrics by stage:
step	std cells	setup TNS, ns	setup WS (ns)	utilization (%)
floorplan	1397	-0.2489	-0.1564	-
global placement	1947	-0.1252	-0.07240	45.68
detailed placement	1947	-0.3893	-0.1500	45.68
CTS	2011	-0.06733	-0.06733	49.36
global route	2025	-0.6321	-0.1309	50.19
finish	2025	-0.06886	-0.06859	50.19
Power is estimated from default activity; no workload was simulated.
